==> flow/design.v <==
module Adder(
    src1_i,
	src2_i,
	sum_o
	);
input  [32-1:0]  src1_i;
input  [32-1:0]	 src2_i;
output [32-1:0]	 sum_o;
wire    [32-1:0]	 sum_o;
assign sum_o = src1_i + src2_i;
endmodule
==> flow/run.sh <==
#!/bin/bash
# OpenROAD 26Q1-2900-gdf79404cd8, Yosys 0.63+post, stock flow scripts
make -C /OpenROAD-flow-scripts/flow DESIGN_CONFIG=/design/flow/config.mk WORK_HOME=/design/flow/orfs finish
==> flow/config.mk <==
export PLATFORM = sky130hd
export DESIGN_NAME = Adder
export DESIGN_NICKNAME = Adder
export VERILOG_FILES = /design/flow/design.v
export SDC_FILE = /design/flow/constraint.sdc
export NUM_CORES = 4
export LEC_CHECK = 1
export CORE_AREA = 10 10 94 94
export DIE_AREA = 0 0 104 104
==> flow/constraint.sdc <==
current_design Adder

set clk_period 24.1
set clk_io_pct 0.2

create_clock -name clk0 -period $clk_period

set non_clock_inputs [all_inputs -no_clocks]
set_input_delay [expr $clk_period * $clk_io_pct] -clock clk0 $non_clock_inputs
set_output_delay [expr $clk_period * $clk_io_pct] -clock clk0 [all_outputs]
==> GITHUB_STEP_SUMMARY <==
### Flow metrics

| Metric | Value |
|---|---|
| Post-route non-filler standard cell count | `422` |
| Final Hold Viols | `0` |
| Core area | `0.00683 mm²` |
| Worst-Margin Slew | `0.527 ns` |
| Most common cell on crit path | `clkdlybuf4s50_1` |
| WL final | `5890 µm` |
| Setup Buffers After CTS | `0` |
| Cell Area, Synth | `0.00174 mm²` |
| Detailed-route via count | `2,114` |
| Sequential power share | `0%` |
| Gates resized, CTS repair | `0` |
| Largest cells by area | `ha_1, a21oi_1, a21o_1, xor2_1, xnor2_1` |
| I/O pin count | `96` |
| CP max FO | `4` |
| Area share, top type | `22.2%` |
| Commonest Layout Cell | `clkdlybuf4s50_1` |
| Worst-path cell chain | `clkdlybuf4s50_1, ha_1, fa_1, a21o_1, a31o_2, nand3_1, o221ai_1, a311oi_1, o21bai_1, xor2_1, clkdlybuf4s50_1` |
| RSZ-0062 raised after global routing | `false` |
| Largest net degree at the start of global routing | `11` |
| Ys Warns | `0` |
| Status | `finished, final reports clean` |
| Clock power share | `0%` |
| Grt total ovfl | `0` |
| Placer Congestion | `0.819` |
| Antenna Violating Nets Remaining | `0` |
| PwrDens | `28.8 mW/mm²` |
| 1st-iter DRT viols | `75` |
| Unique masters post-synth | `50` |
| Initial antenna violation count | `0` |
| Drt pass-1 iters | `4` |
| Crit path largest cell delay | `0.49 ns` |
| Hold/Removal Path Class | `input port to output port` |
| Largest delay share family, worst path | `AND-OR/OR-AND gates` |
| IR Drop Worst-Case VDD | `0.0121 mV` |
| Seq share, synth | `0%` |
| OpenROAD warning count | `32` |
| Setup TNS | `0 ns` |
| Fmax | `79.5 MHz` |
| Critical path arrival | `7.76 ns` |
| Crit. End Element | `output port` |
| Final setup vio count | `0` |
| Internal power | `0.0483 mW` |
| Share of layout cells above drive strength 1 | `3.07%` |
| Die Ht | `104 µm` |
| Cell count listed in synth_stat.txt | `241` |
| Hold buffer count at CTS | `0` |
| Switching power | `0.0318 mW` |
| Slowest cell on the critical path | `clkdlybuf4s50_1` |
| Seq cells | `0` |
| Die Wd | `104 µm` |
| Clock Buffer Count | `0` |
| Layout area overhead | `59.5%` |
| Fin crit share | `52.2%` |
| Startpoint types | `input port` |
| Die area | `0.0108 mm²` |
| Port Buffers | `96` |
| FP Util | `25.5%` |
| First-pass GRT wire length | `9810 µm` |
| Fin crit period | `12.58 ns` |
| Vias/cell | `5.01` |
| Register area | `0 µm²` |
| Dpl cells | `422` |
| Switching part of the total | `39.7%` |
| Leakage power | `1.18 nW` |
| # DRC | `0` |
| CP bufs+invs | `2` |
| Gr usage total | `10.4%` |
| Vias in the first global route | `2,054` |
| Detailed Place HPWL | `5190 µm` |
| Most instantiated logic cells after routing | `clkdlybuf4s50_1, ha_1, a21oi_1, a21o_1, nand2_1` |
| Avg WL per Cell | `13.9 µm` |
| Synthesis area per yosys | `0.00174 mm²` |
| Rel. slew slack | `64.0%` |
| Mean post-synth cell area | `7.24 µm²` |
| Post-synth top area cell | `ha_1` |
| # rows | `30` |
| Combinational power share | `100.0%` |
| Maxcap violations | `0` |
| Antenna diode count | `0` |
| Req. time, crit path | `19.28 ns` |
| Max-slew violation count | `0` |
| Gate count of the mapped netlist | `241` |
| Setup Crit Path Kind | `input port to output port` |
==> cell usage after synthesis (2+ instances only) <==
cell type	count
ha_1	31
a21oi_1	29
a21o_1	19
nand2_1	18
xor2_1	15
o21ai_0	13
xnor2_1	13
nor2_1	12
nand3_1	10
clkbuf_1	8
nand4_1	8
inv_1	6
nor3_1	4
o21bai_1	4
a211oi_1	3
a31oi_1	3
o211ai_1	3
or2_2	3
a311oi_1	2
buf_2	2
mux2i_1	2
nand2b_1	2
o21a_1	2
o221ai_1	2
o311ai_1	2
==> through the flow <==
| stage | power (mW) | utilization [%] | instance area, µm² | setup slack (ns) | hold slack [ns] |
|---|---|---|---|---|---|
| after floorplan | 0.0385 | - | 1740 | 12.63 | 9.71 |
| after global placement | 0.0811 | 40.7 | 2780 | 11.54 | 10.67 |
| after detailed placement | 0.0808 | 40.7 | 2780 | 11.49 | 10.68 |
| after CTS | 0.0815 | 40.7 | 2780 | 11.48 | 10.68 |
| after global routing | 0.0894 | 40.7 | 2780 | 11.30 | 10.71 |
| final | 0.0801 | 40.7 | 2780 | 11.52 | 10.67 |
==> power by group through the flow <==
stage         combinational (mW)  clock [mW]  sequential (mW)
CTS                       0.0815           0                0
global route              0.0894           0                0
finish                    0.0801           0                0
==> worst min-delay path: stages <==
cell and delay, ns:
clkdlybuf4s50_1 0.45, ha_1 0.11, clkdlybuf4s50_1 0.46
==> area by class of cell <==
class | count | area, µm²
timing repair buffer | 96 | 961
fill | 701 | 4050
tap | 96 | 120
multi-input combinational | 224 | 1680
inverter | 6 | 22.5
==> cell families after synthesis <==
| logic type | Yosys count | share of synthesized area [%] |
|---|---|---|
| buffers and inverters | 17 | 3.80 |
| xor gates and xnor gates | 28 | 14.1 |
| AOI/OAI and AO/OA | 97 | 39.3 |
| adders and majority gates | 32 | 23.4 |
| muxes | 2 | 1.15 |
| and+or+nand+nor | 65 | 18.3 |
==> per-layer routing <==
metal | global-route usage (%) | part of all wire, % | vias up
met4 | 0 | 0 | 0
li1 | - | - | 1086
met1 | 14.9 | 49 | 965
met5 | 0 | 0 | -
met3 | 1.88 | 6.0 | 0
met2 | 16.7 | 45 | 63
==> final timing paths <==
check  depth (start not counted)  slack [ns]      start   endpoint
min                            3       10.67  src2_i[0]   sum_o[0]
max                           11       11.52  src1_i[0]  sum_o[26]
Power is estimated from default activity; no workload was simulated.
