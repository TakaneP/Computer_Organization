[design.v]
module Decoder(
    instr_op_i,
	RegWrite_o,
	ALU_op_o,
	ALUSrc_o,
	RegDst_o,
	Branch_o,
	MemRead_o,
	MemWrite_o,
	MemtoReg_o,
	Branch_type
	);
input  [6-1:0] instr_op_i;
wire [5:0] instr_jr_i = 0;
output         RegWrite_o;
output [3-1:0] ALU_op_o;
output         ALUSrc_o;
output         RegDst_o;
output         Branch_o;
output	       MemRead_o;
output         MemWrite_o;
output	       MemtoReg_o;
output [1:0]   Branch_type;
reg    [3-1:0] ALU_op_o;
reg            ALUSrc_o;
reg            RegWrite_o;
reg            RegDst_o;
reg            Branch_o;
reg	       Jump_o;
reg	       MemRead_o;
reg            MemWrite_o;
reg	       MemtoReg_o;
reg	       jr_o;
reg	       jal_o;
reg  [1:0] Branch_type;
wire  rtype,beq,addi,slti,lw,sw,jump,jal,bge,bgt,bne;
assign rtype = !instr_op_i[5] & !instr_op_i[4] &!instr_op_i[3] &!instr_op_i[2] &!instr_op_i[1] &!instr_op_i[0];
assign beq = !instr_op_i[5] & !instr_op_i[4] &!instr_op_i[3] &instr_op_i[2] &!instr_op_i[1] &!instr_op_i[0];
assign addi = !instr_op_i[5] & !instr_op_i[4] &instr_op_i[3] &!instr_op_i[2] &!instr_op_i[1] &!instr_op_i[0];
assign slti = !instr_op_i[5] & !instr_op_i[4] &instr_op_i[3] &!instr_op_i[2] &instr_op_i[1] &!instr_op_i[0];
assign lw = instr_op_i[5] & !instr_op_i[4] &!instr_op_i[3] &!instr_op_i[2] & instr_op_i[1] & instr_op_i[0];
assign sw = instr_op_i[5] & !instr_op_i[4] & instr_op_i[3] &!instr_op_i[2] & instr_op_i[1] & instr_op_i[0];
assign bgt = !instr_op_i[5] & !instr_op_i[4] &!instr_op_i[3] &instr_op_i[2] &instr_op_i[1] &instr_op_i[0];
assign bge = !instr_op_i[5] & !instr_op_i[4] &!instr_op_i[3] &!instr_op_i[2] &!instr_op_i[1] &instr_op_i[0];
assign bne = !instr_op_i[5] & !instr_op_i[4] &!instr_op_i[3] &instr_op_i[2] &!instr_op_i[1] &instr_op_i[0];
assign jump = 0; 
assign jal = 0; 
always@(*) begin
	RegDst_o = rtype;
end
always@(*) begin
	ALUSrc_o = addi | slti | lw | sw;
end
always@(*) begin
	RegWrite_o = rtype | addi | slti | lw | jal;
end
always@(*) begin
	Branch_o = beq | bge | bne | bgt;
end
always@(*) begin
	Jump_o = jump | jal;
end
always@(*) begin
	MemRead_o = lw;
end
always@(*) begin
	MemWrite_o = sw;
end
always@(*) begin
	MemtoReg_o = lw;
end
always@(*) begin
	jr_o = rtype && (instr_jr_i == 6'b001000);
end
always@(*) begin
	jal_o = jal;
end
always@(*) begin
	ALU_op_o[2] = slti;
	ALU_op_o[1] = rtype;
	ALU_op_o[0] = beq | bge | bne | bgt;
end
always@(*) begin
	if(beq)
		Branch_type = 2'b00;
	else if(bgt)
		Branch_type = 2'b01;
	else if(bge)
		Branch_type = 2'b10;
	else
		Branch_type = 2'b11;
end
endmodule
[run.sh]
#!/bin/bash
# OpenROAD 26Q1-2900-gdf79404cd8, Yosys 0.63+post, stock flow scripts
make -C /OpenROAD-flow-scripts/flow DESIGN_CONFIG=/design/flow/config.mk WORK_HOME=/design/flow/orfs finish
[config.mk]
export PLATFORM = sky130hd
export DESIGN_NAME = Decoder
export DESIGN_NICKNAME = Decoder
export VERILOG_FILES = /design/flow/design.v
export SDC_FILE = /design/flow/constraint.sdc
export NUM_CORES = 4
export LEC_CHECK = 1
export CORE_AREA = 10 10 70 70
export DIE_AREA = 0 0 80 80
[constraint.sdc]
current_design Decoder

set clk_period 1.6
set clk_io_pct 0.2

create_clock -name clk0 -period $clk_period

set non_clock_inputs [all_inputs -no_clocks]
set_input_delay [expr $clk_period * $clk_io_pct] -clock clk0 $non_clock_inputs
set_output_delay [expr $clk_period * $clk_io_pct] -clock clk0 [all_outputs]
==> impl_metrics.tcl <==
# flow metrics
set metrics [dict create \
    first_global_vias 319 \
    gp_routability_congestion 0.7572 \
    ys_cells 30 \
    criticalPathCategory "in2out" \
    crit_chain "buf_6 > or3_4 > or3_1 > buf_2" \
    dpl_cell_area_um2 465.4 \
    grt_overflow_total 0 \
    ys_area_um2 187.7 \
    post-synth-top-area-cell "buf_4" \
    common_cells "nor2_1, buf_4, nand2_1, nor3_1, nor2b_1" \
    dr.pass1.iters 4 \
    finalHoldViolCount 0 \
    whs_path_depth 4 \
    netlist_area_um2 187.7 \
    crit_path_end_kind "primary output" \
    ys.warnings.count 1 \
    p_leak_nw 0.2534 \
    top_cells_by_area "buf_4, nor2_1, nor3_1" \
    min_path_type "in2out" \
    synthesis.instances 30 \
    nClkBuffers 0 \
    vias 331 \
    drt_iter0_drc 16 \
    tightest_slew_ns 0.2058 \
    openroad.warnings 34 \
    setup_tns_ns 0 \
    postLayoutCellArea_um2 574.3 \
    grt_use_total_pct 2.701 \
    grt_max_degree 7 \
    slew_violations 0 \
    core-area_um2 3416 \
    outcome "finished, final reports clean" \
    holdBufCountCts 0 \
    flop_area_um2 0 \
    cp_top_family "simple AND/OR/NAND/NOR gates" \
    synth_top_cell_by_count "nor2_1" \
    io_buffers 18 \
    fin_util_pct 16.81 \
    layout-drive-gt1-share_pct 73.33 \
    crit_arrival_ns 1.26 \
    die_h_um 80 \
    ant_nets 0 \
    fp-utilization_pct 5.495 \
    critical_path_buf_inv_count 2 \
    p_per_area_nw_per_um2 186.0 \
    max_freq_ghz 0.6340 \
    fin_ws_ns 0.02266 \
    fin_crit_sh_pct 98.58 \
    die_w_um 80 \
    grt_pass1_wl_um 1483 \
    rsz0062_at_grt "true" \
    place_ws_ns -0.6450 \
    flop-count 0 \
    critPathMaxStageDelay_ns 0.38 \
    num_antenna_cells 0 \
    wl_um 966 \
    cp_max_fo 3 \
    fp-row-count 21 \
    cp-start-kind "input pin" \
    vdd_ir_drop_max_mv 0.03047 \
    ys_seq_share_pct 0 \
    routed_via_density 3.123 \
    avgSynthCellArea_um2 6.256 \
    cp.required_ns 1.28 \
    setup_viol 0 \
    antenna_found_initial 0 \
    wire_per_inst_um 9.113 \
    hp-start "instr_op_i[4]" \
    whs_endpoint "Branch_type[0]" \
    yosys.area.top_type_share_pct 16.00 \
    maxSlewHeadroom_pct 86.28 \
    synth_cell_types 18 \
    synthToLayoutAreaGrowth_pct 206.0 \
    period_minus_slack_ns 1.577 \
    drc_errors 0 \
    io_pins 18 \
    die_area_um2 6400 \
    cpMaxStageDelayCell "or3_4" \
    cap_violations 0 \
]
==> layer usage <==
layer | track usage, % | routed length [um]
met3 | 0.6818 | 127
met4 | 0 | 0
met2 | 4.254 | 402
met1 | 3.823 | 436
met5 | 0 | 0
==> worst min-delay path: cells and delay by family <==
kind          cells  cell delay, ns
simple gates      2            0.21
buf+inv           2            0.16
==> layout by cell type, fill, tap and decap left out, types with 2 or more instances in the layout <==
| master | synthesis | final |
|---|---|---|
| buf_6 | 0 | 8 |
| buf_2 | 1 | 5 |
| nand2_1 | 3 | 2 |
| dlygate4sd2_1 | 0 | 6 |
| nor3_2 | 1 | 3 |
| nor2_4 | 0 | 2 |
| nor2_2 | 0 | 2 |
| clkbuf_2 | 0 | 3 |
| buf_4 | 4 | 11 |
==> worst max-delay path by stage <==
stage,startpoint,end,slack [ns],cells after the start
after global routing,instr_op_i[5],Branch_type[0],-0.02,4
after CTS,instr_op_i[5],Branch_type[0],-0.009,4
final,instr_op_i[5],Branch_type[0],0.02,4
==> through the flow <==
stage	total power, mW	hold WS, ns	cells
2_1_floorplan	0.02410	0.6551	30
3_3_place_gp	0.07541	1.658	99
3_5_place_dp	0.07522	1.641	99
4_1_cts	0.09966	1.011	106
5_1_grt	0.1157	1.044	106
6_report	0.1068	1.001	106
==> kinds of logic (layout without fill, tap and decap cells) <==
logic type / Yosys count / in the layout / share of synthesized area [%]
muxes: 1 / 1 / 5.334
and+or+nand+nor: 20 / 20 / 60.01
AOI/OAI and AO/OA: 2 / 2 / 6.666
xor gates and xnor gates: 2 / 2 / 9.335
buffers and inverters: 5 / 35 / 18.66
==> power by group <==
| part | switching (mW) | internal (mW) |
|---|---|---|
| logic | 0.0446 | 0.0622 |
| registers | 0 | 0 |
| clock network | 0 | 0 |
| total | 0.0446 | 0.0622 |
==> area by class of cell <==
type                       count  area (um2)
multi-input combinational     25       230.2
timing repair buffer          35       286.5
tap                           46       57.56
fill                         384        2841
==> timing repair <==
| action | 4_1_cts | 5_1_grt |
|---|---|---|
| hold endpoints to repair | 0 | 0 |
| resized | 61 | 11 |
| setup endpoints to repair | 12 | 7 |
| pin swaps | 11 | 6 |
| setup buffers | 7 | 0 |
Power and IR drop assume default switching activity.
