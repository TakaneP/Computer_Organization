===== flow/run.sh =====
#!/bin/bash
# OpenROAD 26Q1-2900-gdf79404cd8, Yosys 0.63+post, stock flow scripts
make -C /OpenROAD-flow-scripts/flow DESIGN_CONFIG=/design/flow/config.mk WORK_HOME=/design/flow/orfs finish

===== flow/config.mk =====
export PLATFORM = sky130hd
export DESIGN_NAME = ALU
export DESIGN_NICKNAME = ALU
export VERILOG_FILES = /design/flow/design.v
export SDC_FILE = /design/flow/constraint.sdc
export NUM_CORES = 4
export LEC_CHECK = 1
export CORE_UTILIZATION = 50

===== flow/constraint.sdc =====
current_design ALU

set clk_period 24.4
set clk_io_pct 0.2

create_clock -name clk0 -period $clk_period

set non_clock_inputs [all_inputs -no_clocks]
set_input_delay [expr $clk_period * $clk_io_pct] -clock clk0 $non_clock_inputs
set_output_delay [expr $clk_period * $clk_io_pct] -clock clk0 [all_outputs]

===== flow/design.v =====
module ALU(
    src1_i,
	src2_i,
	ctrl_i,
	result_o,
	zero_o
	);
input  signed [32-1:0]  src1_i;
input  signed [32-1:0]	 src2_i;
input  [4-1:0]   ctrl_i;
output [32-1:0]	 result_o;
output           zero_o;
reg    [32-1:0]  result_o;
wire             zero_o;
assign zero_o = (result_o == 0);
always@(ctrl_i, src1_i, src2_i) begin
	case(ctrl_i)
		0: result_o <= src1_i & src2_i;
		1: result_o <= src1_i | src2_i;
		2: result_o <= src1_i + src2_i;
		3: result_o <= src1_i * src2_i;
		6: result_o <= src1_i - src2_i;
		7: result_o <= (src1_i < src2_i)? 1:0;
		12: result_o <= ~(src1_i | src2_i);
		default: result_o <= 0;
	endcase
end
endmodule

==> impl_metrics.csv <==
group,metric,value,unit
floorplan,chipArea,42800,sq um
worst_setup_path,critPathCapture,"zero_o",
timing,rsz0062_at_grt,"false",
layout,area_growth,7.91,%
outcome,status,"finished, final reports clean",
grt,track_usage,42.9,%
layout,seqCellArea,0,sq um
synth,post_synth.cell_area_avg,7.96,sq um
worst_setup_path,max_stage_delay,1.07,ns
synth,ys_seq_share,0,%
detailed_routing,firstDrtPassIters,19,
pwr,p_leak,11.3,nW
floorplan,dieHeight,207,um
place,gp_congestion,1.07,
pwr,swShare,63.6,%
worst_setup_path,cp_common_cell,"fa_1",
detailed_routing,wl_per_cell,25.9,um
worst_setup_path,arrival,15.37,ns
grt,grt_pass1_vias,19600,
synth,ys_types,80,
synth,ys_cells,2638,
worst_setup_path,endpoint_kind,"output port",
grt,grt_start_max_net_pins,38,
layout,drive_above_1_share,3.37,%
worst_setup_path,crit_required,19.52,ns
layout,clockBufferCount,0,
synth,synth_chip_area,21000,sq um
clocking,holdBufCountCts,0,
clocking,postCtsResizedCells,0,
timing,worst_pin_slew,1.21,ns
timing,period_minus_slack,20.25,ns
timing,hold_violations,0,
worst_hold_path,worstHoldStart,"ctrl_i[1]",
worst_setup_path,cp_slowest_cell,"clkdlybuf4s50_1",
synth,syn_area,21000,sq um
synth,ys_warn_count,1,
pwr,ir_drop,0.00119,V
floorplan,fp_util,51.1,%
worst_setup_path,cp_max_fo,12,
worst_setup_path,critPathLaunch,"src1_i[6]",
clocking,cts_setup_buffers,0,
pwr,p_int,0.00242,W
timing,setup_viol,0,
worst_setup_path,cp-start-kind,"input pin",
timing,setup_tns,0,ns
detailed_routing,vias,19000,
detailed_routing,ant_nets,0,
grt,antenna_found_initial,3,
timing,maxSlewViolCount,0,
floorplan,std_cell_rows,74,
detailed_routing,post_drt_via_cell_ratio,5.94,
worst_setup_path,criticalPathCategory,"in -> out",
synth,syn-instance-count,2638,
worst_hold_path,min_path_type,"in -> out",
timing,timing.max_slew.rel_slack,18.8,%
worst_setup_path,critPathBufInv,8,
grt,grt_pass1_wl,124,mm
grt,grt_overflow,0,
place,portBuffers,101,
timing,finalClockPeriodUsage,83.0,%
run,warnings,96,
layout,ff_count,0,
pwr,p_switching,0.00423,W
detailed_routing,drt_iter0_markers,1478,
floorplan,coreArea,41100,sq um
run,maxCapViolations,0,
worst_setup_path,cpLargestDelayFamily,"adder cells",
detailed_routing,wl,83.0,mm
pwr,power.density,294,nW/um^2
floorplan,design.portCount,101,
timing,fmax,0.0494,GHz
detailed_routing,drc,0,
floorplan,die_x,207,um
pwr,power,0.00665,W
place,hpwl,67.2,mm
worst_setup_path,cp_num_cells,29,
==> synthesized netlist by cell type (5+ instances only) <==
cell      number  share of area, %
nor2_1       425               7.6
o31ai_1        9              0.32
o21a_1        12              0.43
a21oi_1       87               2.1
o211ai_1      11              0.39
ha_1         246                15
xor2_1        21              0.88
a221o_1       12              0.57
a211o_1       12              0.50
xnor2_1       74               3.1
or3_1          9              0.27
inv_1        510               9.1
nor2b_1        7              0.21
o21ai_0       64               1.5
nand4_1        7              0.21
nor4_1         9              0.27
a22oi_1       33               1.2
nor3_1        29              0.69
a21o_1        28               1.0
o22ai_1       24              0.72
a211oi_1      12              0.43
a221oi_1      12              0.50
nand2_1      231               4.1
a31oi_1        9              0.27
nand3_1       18              0.43
o21bai_1       7              0.25
o311a_1        7              0.33
clkbuf_1     113               2.0
fa_1         410                39
nand2b_1      22              0.66
a21boi_0       5              0.18
buf_1         15              0.27
and3_1        11              0.33
a32oi_1        6              0.25
nand3b_1       5              0.18
or2_2         10              0.30
mux2i_1        8              0.38
o221ai_1       7              0.29
clkinv_1       8              0.14
o22a_1         8              0.33
o21ai_1        9              0.21
==> routing by layer <==
| metal | vias up | global-route usage (%) | wire, um |
|---|---|---|---|
| li1 | 8415 | - | - |
| met1 | 9203 | 57.5 | 31200 |
| met2 | 1198 | 60.5 | 35700 |
| met3 | 219 | 21.1 | 11400 |
| met4 | 6 | 17.9 | 4560 |
| met5 | - | 3.11 | 178 |
==> cell usage in the layout (no fill, tap or decap), drive strengths merged, types with 8 or more instances in the layout <==
cell / instances
a211o: 12
a211oi: 13
a21o: 28
a21oi: 87
a221o: 12
a221oi: 12
a22oi: 33
a31oi: 10
and3: 11
buf: 60
clkdlybuf4s50: 101
clkinv: 8
fa: 410
ha: 246
inv: 513
mux2i: 8
nand2: 231
nand2b: 22
nand3: 18
nor2: 425
nor3: 29
nor4: 12
o211ai: 11
o21a: 12
o21ai: 73
o22a: 8
o22ai: 24
o31ai: 9
or2: 12
or3: 9
xnor2: 74
xor2: 21
==> worst min-delay path by stage <==
stage	cells past startpoint	to	slack [ns]
after global routing	4	result_o[2]	11.23
final	4	result_o[2]	11.17
after CTS	4	result_o[2]	11.17
==> cell type report <==
| type | count | area (sq um) |
|---|---|---|
| antenna | 3 | 7.51 |
| fill | 3827 | 18500 |
| timing repair buffer | 161 | 1460 |
| tap | 532 | 666 |
| multi-input combinational | 1989 | 18600 |
| inverter | 521 | 1960 |
==> power by group through the flow <==
stage / Clock (W) / Combinational, W / Sequential (W)
4_1_cts: 0 / 0.00653 / 0
5_1_grt: 0.00000000000550 / 0.00708 / 0
==> kinds of logic (layout without fill, tap and decap cells) <==
family / Yosys count / in the layout / share of synthesized area [%]
AOI/OAI and AO/OA: 420 / 420 / 13.9
xor gates and xnor gates: 95 / 95 / 3.96
adders and majority gates: 656 / 656 / 53.8
buffers and inverters: 649 / 682 / 11.6
muxes: 8 / 8 / 0.381
other: 0 / 3 / 0
and+or+nand+nor: 810 / 810 / 16.4
==> metrics by stage <==
stage                     area, sq um  setup slack (ns)  instances  util, %  hold slack (ns)
after detailed placement        22600              4.43       3203     55.1            11.17
after global placement          22600              4.39       3203     55.1            11.16
after CTS                       22600              4.37       3203     55.1            11.17
final                           22700              4.15       3206     55.1            11.17
after global routing            22700              3.88       3204     55.1            11.23
after floorplan                 21000              7.41       2638        -            10.08
==> tightest hold or removal path, cell delays in order <==
cell	delay, ns
clkdlybuf4s50_1	0.45
buf_4	0.28
o21ai_0	0.22
clkdlybuf4s50_1	0.45
No activity file was given, so power comes from the tool's default toggle rates.
